==> flow/run.sh <==
#!/bin/bash
# OpenROAD 26Q1-2900-gdf79404cd8, Yosys 0.63+post, stock flow scripts
make -C /OpenROAD-flow-scripts/flow DESIGN_CONFIG=/design/flow/config.mk WORK_HOME=/design/flow/orfs finish
==> flow/config.mk <==
export PLATFORM = sky130hd
export DESIGN_NAME = clock_1hz
export DESIGN_NICKNAME = clock_1hz
export VERILOG_FILES = /design/flow/design.v
export SDC_FILE = /design/flow/constraint.sdc
export NUM_CORES = 4
export LEC_CHECK = 1
export CORE_UTILIZATION = 30
==> flow/constraint.sdc <==
current_design clock_1hz

set clk_period 4.9
set clk_io_pct 0.2

create_clock -name clk0 -period $clk_period [get_ports {clk}]

set non_clock_inputs [all_inputs -no_clocks]
set_input_delay [expr $clk_period * $clk_io_pct] -clock clk0 $non_clock_inputs
set_output_delay [expr $clk_period * $clk_io_pct] -clock clk0 [all_outputs]
==> flow/design.v <==
`timescale 1ns / 1ps
module clock_1hz(clk,nclk);
input clk;
output reg nclk=0;
integer count=0;
always @(posedge clk)
begin
if(count==50000000)
begin 
nclk=~nclk;
count<=0;
end
else
count = count+1;
end
endmodule
==> flow_summary.yaml <==
# flow metrics
run_status:
  status: "finished, final reports clean"
worst_setup_path:
  crit_slowest_cell: "clkdlybuf4s50_1"
  worst_ep_required_time_ns: 3.92
  r2r_cells: 4
  endpoint_kind: "primary output"
  crit_fanout: 2
  critical_path.max_stage_delay_ns: 0.46
  critPathLaunchType: "flop"
  critPathKind: "reg2out"
  crit_family: "buffers and inverters"
  path_buffers: 1
  worstPathArrival_ns: 1.10
  cp_num_cells: 1
  cp_cell_sequence: "clkdlybuf4s50_1"
yosys:
  yosys_warnings: 1
  synth_seq_share: 0.436
  ff_type: "dfxtp_1"
  syn_avg_cell_area_um2: 9.37
  ys.flops: 33
  largest_area_cell: "dfxtp_1"
  ys_types: 36
  syn_area_um2: 1540
  syn_inst: 164
  synthArstFlopShare: 0
  synth_top_area_share: 0.417
  ys_cells: 164
  enable_flop_cells: 1
  area_leaders: "dfxtp_1, xnor2_1, nand4_1, xor2_1, nand3_1"
  yosys_area_um2: 1540
floorplanning:
  fp-utilization: 0.319
  die_h_um: 73.6
  coreArea_um2: 4820
  rows: 25
  dieArea_um2: 5410
  ios: 2
  fp.dieW_um: 73.6
job:
  drv_cap: 0
  warnings: 26
cts:
  cts-hold-fix-buffers: 0
  numCtsBuffers: 5
  cts_tree: "done"
  cts_buffer_depth: 2
  clk_pin_slew_ns: 0.06
  cts_resized: 0
  h-tree-depth: 2
  root_buffer: "clkbuf_8"
  insertion_delay_ns: 0.29
  cts_setup_buffers: 0
  clkSinkCount: 33
timing:
  max-slew-margin-rel: 0.672
  min_period_over_period: 0.424
  fmax_mhz: 481
  min_period_ns: 2.08
  maxSlewViolCount: 0
  rsz0062_at_grt: "false"
  whs_ns: 0.480
  setup_viol: 0
  skew_ns: 0.00736
  setup_tns_ns: 0
  worst_pin_slew_ns: 0.492
  final_hold_viol_count: 0
placed_design:
  dpl.hpwl_mm: 2.06
  portBuffers: 1
  dpl_cell_area_um2: 1620
  gp_congestion: 0.831
routing:
  wl_per_cell_um: 12.7
  antenna_cells: 0
  drc: 0
  postRouteAntennaNets: 0
  vias_per_cell: 5.03
  drt_wl_total_mm: 3.00
  via_count: 1187
  drtIter0Drc: 47
  first_pass_iters: 4
pwr:
  swShare: 0.204
  internal_power_w: 0.000370
  clkPwrFrac: 0.420
  p_comb_frac: 0
  p_sw_w: 0.0000946
  p_leak_nw: 0.607
  ir_worst_vdd_v: 0.000167
  power_density_nw_per_um2: 274
  power_frac_seq: 0.580
global_routing:
  grt_use_total: 0.124
  grt_max_degree: 16
  grt_pass1_wl_mm: 5.08
  grt_pass1_vias: 1038
  overflow: 0
  antenna_found_initial: 0
final_layout:
  final_cell_area_um2: 1700
  final_layout_top_logic_cells: "dfxtp_1, xnor2_1, nand4_1, nor2_1, nand3_1"
  drive_above_1_share: 0.0828
  synthToLayoutAreaGrowth_pct: 10.4
  lay_top_count: "dfxtp_1"
worst_hold_path:
  hold_path_depth: 1
  holdCritPathClass: "reg2reg"
## stage by stage
step / power (W) / util / instances / worst slack, ns
2_1_floorplan: 0.000275 / - / 164 / 3.10
3_3_place_gp: 0.000275 / 0.336 / 228 / 2.94
3_5_place_dp: 0.000275 / 0.336 / 228 / 2.88
4_1_cts: 0.000468 / 0.352 / 236 / 2.82
5_1_grt: 0.000482 / 0.352 / 236 / 2.76
6_report: 0.000465 / 0.352 / 236 / 2.82
## kinds of logic after synthesis
kind of cell	synth area share
XOR/XNOR	0.125
AND/OR/NAND/NOR	0.328
AND-OR/OR-AND	0.0627
buffers and inverters	0.0309
flip-flops	0.436
adder cells (fa/ha/maj)	0.0163
## final timing paths
check	start	end	slack [ns]
worst max-delay path	nclk$_DFFE_PN_	nclk	2.82
worst min-delay path	count[30]$_SDFF_PN0_	count[30]$_SDFF_PN0_	0.48
worst max register to register	count[2]$_SDFF_PN0_	count[19]$_SDFF_PN0_	2.87
worst min register to register	count[30]$_SDFF_PN0_	count[30]$_SDFF_PN0_	0.48
## power groups by stage
stage	sequential [W]	clock (W)	combinational [W]
4_1_cts	0.000269	0.000198	0.000000000298
5_1_grt	0.000269	0.000213	0.000000000298
6_report	0.000269	0.000195	0.000000000298
## routing by layer
layer  wire length, um  global-route usage
met5                 0                   0
met1              1600               0.211
met2              1210               0.162
met3               122              0.0250
met4                68              0.0278
## layout make-up
cell class | count | area [um^2]
multi-input cells | 119 | 818
flip-flops and latches | 33 | 671
inverters | 7 | 26.3
well taps | 67 | 83.8
fillers | 512 | 3120
repair buffers | 2 | 17.5
clock buffers | 8 | 80.1
## state kept, by name, summed over array words and instances (netlist names)
name and cells:
nclk 1, count 32
## cell usage after synthesis, types with 2 or more instances
cell      number
xnor2_1       15
nor4_2         3
clkbuf_1       3
xor2_1         7
nand2_1        7
nor3_1         3
and3_1         4
or4_1          4
nand4_1       11
and2_1         2
buf_2          2
and4_1         2
o31ai_1        3
o21ai_0        3
nor4b_1        3
inv_1          7
nand3_1        9
a21oi_1        7
nor4_1         6
ha_1           2
dfxtp_1       32
or3_1          5
nor2_1        11
No activity file was given, so power comes from the tool's default toggle rates.
