$ cat run.sh
#!/bin/bash
# OpenROAD 26Q1-2900-gdf79404cd8, Yosys 0.63+post, stock flow scripts
make -C /OpenROAD-flow-scripts/flow DESIGN_CONFIG=/design/flow/config.mk WORK_HOME=/design/flow/orfs finish
$ cat config.mk
export PLATFORM = sky130hd
export DESIGN_NAME = digital_clock
export DESIGN_NICKNAME = digital_clock
export VERILOG_FILES = /design/flow/design.v
export SDC_FILE = /design/flow/constraint.sdc
export NUM_CORES = 4
export LEC_CHECK = 1
export CORE_AREA = 10 10 88 88
export DIE_AREA = 0 0 98 98
$ cat constraint.sdc
current_design digital_clock

set clk_period 3.1
set clk_io_pct 0.2

create_clock -name clk0 -period $clk_period [get_ports {clk}]

set non_clock_inputs [all_inputs -no_clocks]
set_input_delay [expr $clk_period * $clk_io_pct] -clock clk0 $non_clock_inputs
set_output_delay [expr $clk_period * $clk_io_pct] -clock clk0 [all_outputs]
$ cat design.v
`timescale 1ns / 1ps
module digital_clock(clk,rst,hrs,mins,secs);
input clk,rst;
output reg[5:0]hrs=0,mins=0,secs=0;
always @(posedge clk or posedge rst)
begin
if(rst)
{hrs,mins,secs}=0;
else 
begin
    if(secs==6'd59)
      begin secs<=0;
      if(mins==6'd59)
        begin mins<=0;
             if(hrs==6'd23)
              hrs<=0;
             else
             hrs=hrs+1'd1;
             end
        else
        mins=mins+1'd1;
        end
        else
     secs<=secs+1'd1;
     end
end
endmodule
==> flow_summary.ini <==
; yosys + openroad results
[hold_path]
min_path_cells = 1
min_from = hrs[5]
whs_endpoint = hrs[5]
hold_class = reg -> reg

[timing]
rsz0062_at_grt = false
fin_tns_setup_ps = 0
worst_pin_slew_ps = 678.0
timing.hold.ws_ps = 509.3
maxSlewViolCount = 0
max_freq_mhz = 512.8
fin_skew_ps = 1.926
fin_crit_ps = 1950
hold_viol_final = 0
relSlewSlack = 0.5475
finalSetupViolations = 0
layout_setup_ws_ps = 1150
finalCritPeriodShare = 0.6291

[power]
p_leak_nw = 0.5258
vdd_drop_max_mv = 0.1866
powerDensity_nw_per_um2 = 353.8

[synth]
avgSynthCellArea_um2 = 10.01
synthTopLogicFamily = simple AND/OR/NAND/NOR gates
top_area_frac = 0.5000
ys_sh_aoi = 0.1250
syn_area_um2 = 900.9
synth_flop_count = 18
mux_area_frac = 0.02500
simple_gate_share = 0.2444
yosysTopAreaCell = dfrtp_1
adder_share = 0.04167
synth_cell_type_count = 30
async_flop_share = 1.000
yosys_area_um2 = 900.9
flop_cell = dfrtp_1
edf_count = 0
netlist_instances = 90
yosysWarnings = 1
area_leaders = dfrtp_1, nand2_1, o21ai_0
ys_cells = 90
ys_seq_share = 0.5000
ys_sh_xor = 0.03889

[worst_setup_path]
worstPathMaxFanout = 10
crit_start = secs[2]
reg2reg_from = secs[0]
slowest_delay_ps = 540
critPathRequiredTime_ps = 2480
worst_r2r_endpoint = hrs[1]
cp_data_arrival_time_ps = 1330
critical_path_class = reg -> out
ff2ff_path_depth = 5
worstPathCellList = clkdlybuf4s50_1
startpoint_type = flip-flop
crit_family = flip-flops
critPathBufInv = 1
critical_path.endpoint_type = primary output
reg2reg_slack_ps = 1240
worst_path_max_delay_cell = dfrtp_1

[final_layout]
lay_top_count = clkdlybuf4s50_1
syn_to_final_growth_pct = 36.39
drive_gt1_frac = 0.06250
lay_top_cells = clkdlybuf4s50_1, dfrtp_1, nand2_1, o21ai_0, nor2_1
final_util = 0.2075

[floorplanning]
fp.coreArea_um2 = 5921
chipArea_um2 = 9604
core_util_floorplan = 0.1522
io_pins = 20
die_width_um = 98
rows = 28
die_h_um = 98

[clock_tree]
insertion_delay_ps = 250
postCtsSetupBuffers = 0
cts_buffers = 3
cts_tree = yes
clk_pin_slew_ps = 70
cts_root_buf = clkbuf_8
cts_resized = 0
htree_levels = 1
clockBufferDepth = 2
numClockSinks = 18
hold_buffers = 0

[detailed_routing]
drc = 0
ant_nets = 0
drt_iter0_drc = 40
wl_mm = 2.070
antenna_cells = 0
vias = 717
firstDrtPassIters = 4
via_per_inst = 3.834
wire_per_inst_um = 11.07

[placement]
pre_cts_ws_ps = 1289
dp_hpwl_mm = 1.622
io_buffers = 19
place_congestion = 0.8391

[global_route]
antenna_found_initial = 0
grt_pass1_wl_mm = 3.429
grt_pass1_vias = 712
grt-ovfl-total = 0
grt_usage = 0.04297
grt_max_degree = 19

[run]
maxCapViolCount = 0
warning_count = 25

[status]
status = complete, no violations
worst max path at each step:
stage / to / cells after the start
after global routing: secs[2] / 1
after CTS: secs[2] / 1
final: secs[2] / 1
final cells by class:
type	count	area [um^2]
clock buffers	4	55.05
fillers	627	4692
inverters	3	11.26
multi-input cells	68	427.9
flip-flops and latches	18	450.4
well taps	75	93.84
repair buffers	19	190.2
per-stage QoR:
step | cell area, um^2 | power (mW) | cells
floorplan | 900.9 | 0.2428 | 90
global placement | 1174 | 0.2456 | 183
detailed placement | 1174 | 0.2455 | 183
CTS | 1229 | 0.4398 | 187
global route | 1229 | 0.4565 | 187
finish | 1229 | 0.4348 | 187
cells by family (layout without fill, tap and decap cells):
group	Yosys count	after routing
fa+ha+maj	3	3
compound gates	18	18
flops	18	18
xor+xnor	4	4
simple gates	41	41
buf+inv	4	26
mux	2	2
flip-flops by register name (all words and copies together) (netlist names):
name,cells
secs,6
mins,6
hrs,6
layer usage:
layer,wire length (um),track usage,share of wire
met1,970,0.05622,0.47
met3,205,0.02489,0.099
met4,0,0.003356,0
met2,893,0.06244,0.43
met5,0,0,0
power breakdown:
group / internal, mW / total [mW] / switching, mW
Clock: 0.113 / 0.194 / 0.0815
Sequential: 0.235 / 0.235 / 0
Combinational: 0.00117 / 0.00566 / 0.00449
Total: 0.349 / 0.435 / 0.0860
cells in the mapped netlist (2+ instances only):
cell type,count
nand3_1,3
o21ai_0,9
xor2_1,2
mux2_1,2
and2_1,3
nor2_1,5
or3_1,2
xnor2_1,2
o31ai_1,3
nand4_1,2
dfrtp_1,18
nor3_1,2
ha_1,3
inv_1,3
nand2_1,16
Power figures rest on the tool's default switching activity, not on a simulated workload.
