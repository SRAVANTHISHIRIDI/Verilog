==> design/flow/design.v <==
`timescale 1ns / 1ps
module seven_seg_controller(bcd,seg);
input [3:0]bcd;
output [6:0]seg;
reg [6:0]seg;
always @(bcd)
begin
case(bcd)
4'd0:seg = 7'b1000000;
4'd1:seg = 7'b1111001;
4'd2:seg = 7'b0100100;
4'd3:seg = 7'b0110000;
4'd4:seg = 7'b0011001;
4'd5:seg = 7'b0010010;
4'd6:seg = 7'b0000010;
4'd7:seg = 7'b1111000;
4'd8:seg = 7'b0000000;
4'd9:seg = 7'b0010000;
default : seg = 7'b1111111;
endcase
end
endmodule
module seven_seg_controller_top(an,sw,seg);
input [3:0]sw;
output [6:0]seg;
output reg [7:0]an = 8'b11111110;
seven_seg_controller uut(sw,seg);
endmodule
==> design/flow/run.sh <==
#!/bin/bash
# OpenROAD 26Q1-2900-gdf79404cd8, Yosys 0.63+post, stock flow scripts
make -C /OpenROAD-flow-scripts/flow DESIGN_CONFIG=/design/flow/config.mk WORK_HOME=/design/flow/orfs finish
==> design/flow/config.mk <==
export PLATFORM = sky130hd
export DESIGN_NAME = seven_seg_controller_top
export DESIGN_NICKNAME = seven_seg_controller_top
export VERILOG_FILES = /design/flow/design.v
export SDC_FILE = /design/flow/constraint.sdc
export NUM_CORES = 4
export LEC_CHECK = 1
export CORE_AREA = 10 10 70 70
export DIE_AREA = 0 0 80 80
==> design/flow/constraint.sdc <==
current_design seven_seg_controller_top

set clk_period 1.0
set clk_io_pct 0.2

create_clock -name clk0 -period $clk_period

set non_clock_inputs [all_inputs -no_clocks]
set_input_delay [expr $clk_period * $clk_io_pct] -clock clk0 $non_clock_inputs
set_output_delay [expr $clk_period * $clk_io_pct] -clock clk0 [all_outputs]
==> results.txt <==
Figures from the implementation reports.

- In the final layout, the fill cell count is 368.
- The routability-driven placement congestion ratio is 0.730.
- Of the total synthesized cell area, the portion taken by XOR and XNOR cells is 0.
- Input and output buffers added on the ports amount to 11.
- In this run the horizontal extent of the chip is 80 um.
- The routed length per placed instance is 8.79 um.
- The ratio of cells with drive above 1 in the final layout reads 0.719.
- After floorplanning, the core was divided into 21 placement rows.
- The type of destination of the critical path is an output port.
- The tally of yosys warning messages is 2.
- The number of detailed-route iterations in the first pass is 2.
- The synthesized area per cell is 6.66 um^2.
- The antenna diode count is 0.
- The total area of sequential cells is 0 um^2.
- The largest vdd supply drop is 0.0000583 V.
- The post-placement cell count is 99.
- The final-report setup violation count is 7.
- OpenSTA lists the critical path startpoint as sw[1].
- Once detailed placement completed, the half-perimeter wirelength came to 633 um.
- The switching power reads 95.8 uW.
- Timing analysis after detailed placement gives a worst setup slack of -0.992 ns.
- The power per unit of standard cell area is 361 nW/um^2.
- The post-detailed-route via-to-cell ratio reads 2.99.
- The critical-path maximum fanout is 3.
- The final setup slack of the worst path reads -0.292 ns.
- The dominant combinational cell family by area after synthesis reads buffers and inverters.
- The internal power component reads 142 uW.
- The checks that failed: setup timing.
- The share of power burned in registers is 0.
- Measured against the total synthesized area, the mux share comes to 0.0798.
- Switching power as a fraction of the total was reported as 0.403.
- The area fraction in full adders, half adders and majority gates is 0.235.
- Per the final report, max-transition violations number 0.
- The die footprint is 6400 um^2.
- The leakage power summed over all cells reads 0.293 nW.
- The area fraction in compound gates reads 0.169.
- In this run, the number of DRC markers left after iteration 0 of detailed routing was 5.
- The post-synthesis instance total reads 40.
- The growth of design area from synthesis to finish reads 147%.
- The sequential cell count is 0.
- The data required time of the critical path reads 0.80 ns.
- Setup repair after global routing could not meet its margin everywhere.
- The class of the tightest hold or removal check reads primary input to output port.
- The die span in y is 80 um.
- The share of the Yosys chip area taken by registers is 0.
- The starting utilization of the core area reads 0.0780.
- The launch instance of the worst min-delay path is sw[2].
- Per the synthesis report, the number of distinct cell types is 17.
- Of the total power, the clock network draws 0.
- The number of antenna violations at the first check in global routing is 0.
- After layout, the minimum clock period comes to 1.29 ns.
- The aggregate global-route resource usage is 0.0259.
- The post-layout instance count excluding filler cells is 110.
- The slowest cell on the critical path is a21oi_4.
- The highest attainable clock frequency reads 774 MHz.
- According to the timing report, the arrival time at the worst endpoint equals 1.09 ns.
- The number of global-route vias before repair reads 333.
- The first-pass GRT wire length reads 1420 um.
- The number of nets with antenna violations after routing reads 0.
- The flow ran to the end, but the final reports show violations.
- The number of endpoints with negative hold slack in the final report reads 0.
- Counting the clock-network buffers in the layout gives 0.
- Walking the worst path, the cells encountered are buf_8 -> buf_6 -> nand2b_4 -> buf_6 -> a21oi_4 -> buf_6 -> a31oi_1 -> buf_2.
- The count of instantiated cells in the yosys netlist reads 40.
- In this design, the stage delay of the slowest critical-path cell is 0.15 ns.
- The boundary pin count is 19.
- The core area is 3420 um^2.
- The top cell family by delay on the critical path is buffers and inverters.
- The hold-fix buffer count after cts reads 0.
- The total grt overflow reads 0.
- Entering global routing, the biggest net connects 8 pins.
- The element type at the critical path start reads a primary input.
- The number of vias in the routed layout is 329.
- The total design power is 238 uW.
- The post-synthesis instance area reads 267 um^2.
- The worst-case hold slack is 0.637 ns.
- In this run the maximum-capacitance check reported violations numbering 0.
- The post-synth area from yosys stat reads 267 um^2.
- The final clock period utilization by the worst path reads 1.29.
- The most numerous logic cell after layout reads buf_6.
- The final layout contains routed wiring with a total length of 967 um.
- The cell-mix breakdown from Yosys lists the simple-gate area share as 0.202.
- By instance count after routing, the leading logic cell types are buf_6 (10), conb_1 (8), buf_4 (7), buf_2 (6).
- The OpenROAD warning count is 38.
- In this design, the critical path's most frequently occurring cell is buf_6.
- The buffer and inverter count on the worst path is 5.
- The critical path is of the primary input to output port type.
- The combinational fraction of design power is 1.000.
- The DRC violation total left in the routed layout is recorded as 0.
[worst min-delay path, cell delays in order]
cell     delay, ns
buf_6         0.08
o21ai_2       0.05
buf_2         0.10
[cell families (layout without fill, tap and decap cells)]
family,after synthesis,in the layout
adders and majority gates,5,5
and+or+nand+nor,11,11
buffers and inverters,12,30
AOI/OAI and AO/OA,8,8
other,2,8
muxes,2,2
[path summary, 6_finish.rpt]
path              endpoint  slack [ns]  cells past startpoint
setup / recovery    seg[3]       -0.29                      8
hold / removal      seg[2]        0.64                      3
[final cells by class]
type | instances | area [um^2] | share of cell area
Inverter | 3 | 33.8 | 0.0513
Multi-Input combinational cell | 34 | 324 | 0.492
Tap cell | 46 | 57.6 | 0.0875
Timing Repair Buffer | 27 | 243 | 0.369
[power groups by stage]
| stage | Sequential (mW) | Combinational (mW) | Clock (mW) |
|---|---|---|---|
| 4_1_cts | 0 | 0.203 | 0 |
| 5_1_grt | 0 | 0.263 | 0 |
| 6_report | 0 | 0.238 | 0 |
[metrics by stage]
| stage | area (um^2) | setup TNS [ns] | util |
|---|---|---|---|
| floorplan | 289 | 0 | - |
| global placement | 429 | -6.44 | 0.126 |
| detailed placement | 429 | -6.43 | 0.126 |
| CTS | 583 | -1.23 | 0.171 |
| global route | 658 | -1.47 | 0.193 |
| finish | 658 | -1.20 | 0.193 |
[what timing repair did]
| action | 4_1_cts | 5_1_grt |
|---|---|---|
| gates resized | 70 | 17 |
| endpoints found under the setup margin | 7 | 7 |
| pin swaps | 13 | 6 |
| buffers inserted | 9 | 2 |
[cells in the mapped netlist]
master / number / area [um^2]
a21oi_1: 2 / 10.0
a21oi_2: 1 / 8.76
a31oi_1: 1 / 6.26
buf_2: 1 / 5.00
buf_4: 8 / 60.1
conb_1: 2 / 7.51
ha_1: 5 / 62.6
inv_1: 1 / 3.75
inv_2: 2 / 7.51
mux2_2: 1 / 11.3
mux2i_1: 1 / 10.0
nand2_1: 1 / 3.75
nand2b_1: 4 / 25.0
nor2_1: 5 / 18.8
o21ai_0: 2 / 10.0
o21ai_1: 2 / 10.0
or2_1: 1 / 6.26
[layer usage]
layer | share of wire | GRT usage | wire length (um) | vias to the layer above
met1 | 0.43 | 0.0323 | 415 | 154
met5 | 0 | 0 | 0 | -
met2 | 0.50 | 0.0482 | 486 | 12
met4 | 0 | 0 | 0 | 0
met3 | 0.067 | 0.00341 | 65 | 0
li1 | - | - | - | 163
Power and IR drop assume default switching activity.
